**flow/config.mk**
```make
export PLATFORM = sky130hd
export DESIGN_NAME = conv_l1
export DESIGN_NICKNAME = conv_l1
export VERILOG_FILES = /design/flow/design.v
export SDC_FILE = /design/flow/constraint.sdc
export NUM_CORES = 4
export LEC_CHECK = 1
export CORE_UTILIZATION = 50
```
**flow/constraint.sdc**
```tcl
current_design conv_l1

set clk_period 14.5
set clk_io_pct 0.2

create_clock -name clk0 -period $clk_period [get_ports {clk}]

set non_clock_inputs [all_inputs -no_clocks]
set_input_delay [expr $clk_period * $clk_io_pct] -clock clk0 $non_clock_inputs
set_output_delay [expr $clk_period * $clk_io_pct] -clock clk0 [all_outputs]
```
**flow/design.v**
```verilog
`timescale 1ns / 1ps
module conv_l1(
    	input clk,
    	input reset,
    	input [7:0] pxl_in,
		input [7:0] kernel_00, input [7:0] kernel_01, input [7:0] kernel_02,
		input [7:0] kernel_10, input [7:0] kernel_11, input [7:0] kernel_12,
		input [7:0] kernel_20, input [7:0] kernel_21, input [7:0] kernel_22,
		output [15:0] rline00, output [15:0] rline01, output [15:0] rline02, output [15:0] rlines1,
		output [15:0] rline10, output [15:0] rline11, output [15:0] rline12, output [15:0] rlines2,
		output [15:0] rline20, output [15:0] rline21, output [15:0] rline22,
    	output [15:0] pxl_out,
		output valid
    );
	wire [15:0] wire00; wire [15:0] wire01; wire [15:0] wire02;
	wire [15:0] wire10; wire [15:0] wire11; wire [15:0] wire12;
	wire [15:0] wire20; wire [15:0] wire21; wire [15:0] wire22;
	mac mac00(pxl_in, kernel_00, 0, wire00); 
	shift_mac_l1 sm00(clk, wire00, rline00);
	mac mac01(pxl_in, kernel_01, rline00, wire01); 
	shift_mac_l1 sm01(clk, wire01, rline01);
	mac mac02(pxl_in, kernel_02, rline01, wire02); 
	shift_mac_l1 sm02(clk, wire02, rline02);
	shift_row_l1 sr1(clk, rline02, rlines1);
	mac mac10(pxl_in, kernel_10, rlines1, wire10); 
	shift_mac_l1 sm10(clk, wire10, rline10);
	mac mac11(pxl_in, kernel_11, rline10, wire11); 
	shift_mac_l1 sm11(clk, wire11, rline11);
	mac mac12(pxl_in, kernel_12, rline11, wire12); 
	shift_mac_l1 sm12(clk, wire12, rline12);
	shift_row_l1 sr2(clk, rline12, rlines2);
	mac mac20(pxl_in, kernel_20, rlines2, wire20); 
	shift_mac_l1 sm20(clk, wire20, rline20);
	mac mac21(pxl_in, kernel_21, rline20, wire21); 
	shift_mac_l1 sm21(clk, wire21, rline21);
	mac mac22(pxl_in, kernel_22, rline21, wire22); 
	assign pxl_out = wire22; 
	reg [8:0] counter1;
	reg [4:0] counter2;
	reg temp;
	always @(posedge clk) begin
		if (counter2 < 2) begin
			counter2<=0;
			temp<=0;
			counter1<=65; end
		else if (counter1 < 65) begin
			counter1 <= counter1 + 1;
			temp <= 0; end
		else if (counter1 < 77) begin
			counter1 <= counter1 + 1;
			temp <= 1; end
		else if (counter1 < 90) begin
			counter1 <= counter1 + 1;
			temp <= 0; end
		else if (counter1 > 89) begin
			temp<=0;
			counter1<=65;
			counter2<=counter2+1; end
		else begin
			temp <= 1;
			counter1 <= counter1 + 1;
			counter2 <= counter2 + 1;
			counter1 <= 0;
			counter2 <= 0; 
			end
	end
	assign valid = temp;
endmodule
`timescale 1ns / 1ps
module mac(
    input [7:0] in,
    input [7:0] w,
    input [7:0] b,
    output [15:0] out
    );
wire [15:0] d;
assign d = w * in;
assign out = d + b;
endmodule
module shift_mac_l1
(
  input clk,
  input [15:0] data_in,
  output [15:0] data_out
);
parameter DEPTH = 6;
reg [DEPTH-1:0] holding_register0;
reg [DEPTH-1:0] holding_register1;
reg [DEPTH-1:0] holding_register2;
reg [DEPTH-1:0] holding_register3;
reg [DEPTH-1:0] holding_register4;
reg [DEPTH-1:0] holding_register5;
reg [DEPTH-1:0] holding_register6;
reg [DEPTH-1:0] holding_register7;
reg [DEPTH-1:0] holding_register8;
reg [DEPTH-1:0] holding_register9;
reg [DEPTH-1:0] holding_register10;
reg [DEPTH-1:0] holding_register11;
reg [DEPTH-1:0] holding_register12;
reg [DEPTH-1:0] holding_register13;
reg [DEPTH-1:0] holding_register14;
reg [DEPTH-1:0] holding_register15;
always @ (posedge clk) begin
  holding_register0 [DEPTH-1:0] <= {holding_register0[DEPTH-2:0], data_in[0]};
  holding_register1 [DEPTH-1:0] <= {holding_register1[DEPTH-2:0], data_in[1]};
  holding_register2 [DEPTH-1:0] <= {holding_register2[DEPTH-2:0], data_in[2]};
  holding_register3 [DEPTH-1:0] <= {holding_register3[DEPTH-2:0], data_in[3]};
  holding_register4 [DEPTH-1:0] <= {holding_register4[DEPTH-2:0], data_in[4]};
  holding_register5 [DEPTH-1:0] <= {holding_register5[DEPTH-2:0], data_in[5]};
  holding_register6 [DEPTH-1:0] <= {holding_register6[DEPTH-2:0], data_in[6]};
  holding_register7 [DEPTH-1:0] <= {holding_register7[DEPTH-2:0], data_in[7]};
  holding_register8 [DEPTH-1:0] <= {holding_register8[DEPTH-2:0], data_in[8]};
  holding_register9 [DEPTH-1:0] <= {holding_register9[DEPTH-2:0], data_in[9]};
  holding_register10 [DEPTH-1:0] <= {holding_register10[DEPTH-2:0], data_in[10]};
  holding_register11 [DEPTH-1:0] <= {holding_register11[DEPTH-2:0], data_in[11]};
  holding_register12 [DEPTH-1:0] <= {holding_register12[DEPTH-2:0], data_in[12]};
  holding_register13 [DEPTH-1:0] <= {holding_register13[DEPTH-2:0], data_in[13]};
  holding_register14 [DEPTH-1:0] <= {holding_register14[DEPTH-2:0], data_in[14]};
  holding_register15 [DEPTH-1:0] <= {holding_register15[DEPTH-2:0], data_in[15]};
end
assign data_out[0] = holding_register0[DEPTH-1];
assign data_out[1] = holding_register1[DEPTH-1];
assign data_out[2] = holding_register2[DEPTH-1];
assign data_out[3] = holding_register3[DEPTH-1];
assign data_out[4] = holding_register4[DEPTH-1];
assign data_out[5] = holding_register5[DEPTH-1];
assign data_out[6] = holding_register6[DEPTH-1];
assign data_out[7] = holding_register7[DEPTH-1];
assign data_out[8] = holding_register8[DEPTH-1];
assign data_out[9] = holding_register9[DEPTH-1];
assign data_out[10] = holding_register10[DEPTH-1];
assign data_out[11] = holding_register11[DEPTH-1];
assign data_out[12] = holding_register12[DEPTH-1];
assign data_out[13] = holding_register13[DEPTH-1];
assign data_out[14] = holding_register14[DEPTH-1];
assign data_out[15] = holding_register15[DEPTH-1];
endmodule
module shift_row_l1
(
  input clk,
  input [15:0] data_in,
  output [15:0] data_out
);
parameter DEPTH = 1182;
reg [DEPTH-1:0] holding_register0;
reg [DEPTH-1:0] holding_register1;
reg [DEPTH-1:0] holding_register2;
reg [DEPTH-1:0] holding_register3;
reg [DEPTH-1:0] holding_register4;
reg [DEPTH-1:0] holding_register5;
reg [DEPTH-1:0] holding_register6;
reg [DEPTH-1:0] holding_register7;
reg [DEPTH-1:0] holding_register8;
reg [DEPTH-1:0] holding_register9;
reg [DEPTH-1:0] holding_register10;
reg [DEPTH-1:0] holding_register11;
reg [DEPTH-1:0] holding_register12;
reg [DEPTH-1:0] holding_register13;
reg [DEPTH-1:0] holding_register14;
reg [DEPTH-1:0] holding_register15;
always @ (posedge clk) begin
  holding_register0 [DEPTH-1:0] <= {holding_register0[DEPTH-2:0], data_in[0]};
  holding_register1 [DEPTH-1:0] <= {holding_register1[DEPTH-2:0], data_in[1]};
  holding_register2 [DEPTH-1:0] <= {holding_register2[DEPTH-2:0], data_in[2]};
  holding_register3 [DEPTH-1:0] <= {holding_register3[DEPTH-2:0], data_in[3]};
  holding_register4 [DEPTH-1:0] <= {holding_register4[DEPTH-2:0], data_in[4]};
  holding_register5 [DEPTH-1:0] <= {holding_register5[DEPTH-2:0], data_in[5]};
  holding_register6 [DEPTH-1:0] <= {holding_register6[DEPTH-2:0], data_in[6]};
  holding_register7 [DEPTH-1:0] <= {holding_register7[DEPTH-2:0], data_in[7]};
  holding_register8 [DEPTH-1:0] <= {holding_register8[DEPTH-2:0], data_in[8]};
  holding_register9 [DEPTH-1:0] <= {holding_register9[DEPTH-2:0], data_in[9]};
  holding_register10 [DEPTH-1:0] <= {holding_register10[DEPTH-2:0], data_in[10]};
  holding_register11 [DEPTH-1:0] <= {holding_register11[DEPTH-2:0], data_in[11]};
  holding_register12 [DEPTH-1:0] <= {holding_register12[DEPTH-2:0], data_in[12]};
  holding_register13 [DEPTH-1:0] <= {holding_register13[DEPTH-2:0], data_in[13]};
  holding_register14 [DEPTH-1:0] <= {holding_register14[DEPTH-2:0], data_in[14]};
  holding_register15 [DEPTH-1:0] <= {holding_register15[DEPTH-2:0], data_in[15]};
end
assign data_out[0] = holding_register0[DEPTH-1];
assign data_out[1] = holding_register1[DEPTH-1];
assign data_out[2] = holding_register2[DEPTH-1];
assign data_out[3] = holding_register3[DEPTH-1];
assign data_out[4] = holding_register4[DEPTH-1];
assign data_out[5] = holding_register5[DEPTH-1];
assign data_out[6] = holding_register6[DEPTH-1];
assign data_out[7] = holding_register7[DEPTH-1];
assign data_out[8] = holding_register8[DEPTH-1];
assign data_out[9] = holding_register9[DEPTH-1];
assign data_out[10] = holding_register10[DEPTH-1];
assign data_out[11] = holding_register11[DEPTH-1];
assign data_out[12] = holding_register12[DEPTH-1];
assign data_out[13] = holding_register13[DEPTH-1];
assign data_out[14] = holding_register14[DEPTH-1];
assign data_out[15] = holding_register15[DEPTH-1];
endmodule
```
**flow/run.sh**
```bash
#!/bin/bash
# OpenROAD 26Q1-2900-gdf79404cd8, Yosys 0.63+post, stock flow scripts
make -C /OpenROAD-flow-scripts/flow DESIGN_CONFIG=/design/flow/config.mk WORK_HOME=/design/flow/orfs finish
```
==> flow_results.org <==
#+TITLE: Synthesis and PnR summary

** Worst setup path
- R2r worst-path depth :: 15
- Biggest fanout along the worst timing path :: 8
- STA classifies the critical path startpoint as a primary input.
- The setup check on the worst reg-to-reg path leaves a slack of 9.93 ns.
- Worst reg2reg startpoint :: sr2.holding_register6[1181]
- Data arrival at the endpoint of the critical path :: 8.52 ns
- Nature of the critical path endpoint :: output port
- The worst setup path is of the in -> out kind.
- Most common cell type on the critical path :: sky130_fd_sc_hd__fa_1
- Required time reported for the critical path endpoint :: 11.60 ns
- The signal on the critical path passes through clkdlybuf4s50_1, nand2_1, fa_1, inv_1, fa_1, inv_1, fa_1, fa_1, inv_1, ha_1, nand2_1, o21ai_0, o2111ai_1, a31o_2, xnor2_1, clkdlybuf4s50_1.
- Largest stage delay on the critical path :: 0.89 ns
- Reg-to-reg critical path endpoint :: sm20.holding_register13[0]
- Slowest-stage cell, CP :: sky130_fd_sc_hd__clkdlybuf4s50_1

** Hold path
- Kind of path behind the tightest hold check :: reg -> reg
- Looking at the hold checks, the worst path lands on sr1.holding_register7[76].
- Startpoint of the worst hold path :: sr1.holding_register7[75]
- The number of cells on the worst hold path is listed as 0.

** Yosys
- Logic family by area :: adder cells
- In this run, the synthesized area fraction spent on adder and majority cells is recorded as 0.0149.
- Xor-xnor portion of the synthesized cell area :: 0.00117
- Post-synth top flop :: sky130_fd_sc_hd__dfxtp_1
- Yosys chip area :: 0.795 sq mm
- Of the synthesized area, sequential elements account for 0.973.
- In this run the cell area of the synthesized design comes to 0.795 sq mm.
- Per-instance average area after synthesis :: 19.3 sq um
- Share of flip-flops with an asynchronous set or reset after synthesis :: 0
- Measured against the total synthesized area, the mux share comes to 0.0000126.
- Synth top cell by count :: sky130_fd_sc_hd__dfxtp_1
- In the synthesized netlist, the cells that appear most often are sky130_fd_sc_hd__dfxtp_1, sky130_fd_sc_hd__inv_1, sky130_fd_sc_hd__fa_1, sky130_fd_sc_hd__and2_1, sky130_fd_sc_hd__ha_1.
- The post-synth count of flops with an enable pin is 0.
- Post-synthesis cell type with the largest combined area :: sky130_fd_sc_hd__dfxtp_1
- After synthesis, the cell types taking the most area are sky130_fd_sc_hd__dfxtp_1, sky130_fd_sc_hd__fa_1, sky130_fd_sc_hd__ha_1, sky130_fd_sc_hd__and2_1, sky130_fd_sc_hd__inv_1.
- Post-synthesis sequential element count :: 38600
- In the Yosys report the total cell count is 41200.
- Per the synthesis report, the AND-OR/OR-AND share of the synthesized area is 0.00180.
- Yosys top cell area share :: 0.973
- Netlist cell types :: 54
- Of the total synthesized cell area, the portion taken by AND, OR, NAND and NOR gates is 0.00491.
- Syn Inst Count :: 41200
- The synthesis report lists the Yosys warning total as 28.

** Clock tree
- CTS Sinks :: 38600
- Number of H-tree levels :: 8
- Post-CTS repair ended up resizing 0 cells.
- Largest buffer count on any clock path :: 6
- Post-CTS Hold Fix Bufs :: 0
- CTS tree :: built
- In this run the clock root is driven by a sky130_fd_sc_hd__clkbuf_16.
- Per the skew report, the later register of the worst-skew pair sees a clock latency of 1.30 ns.
- Number of buffers inserted during clock tree synthesis :: 3359
- After clock tree synthesis, the setup repair step added 0 buffers.
- On the reported timing paths, the clock transition at the registers reads 0.06 ns.

** Detailed routing
- The final route contains 263000 vias.
- Via count normalized by instance count :: 3.85
- Number of nets with antenna violations after detailed routing :: 0
- Before antenna repair, the detailed router went through 4 iterations.
- Wire length per cell :: 12.4 um
- Number of DRC violations after detailed-routing iteration 0 :: 9438
- Final wirelength :: 850000 um
- For this run, design rule violations remaining after detail routing come to 0.

** Power and ir drop
- Maximum VDD drop :: 0.153 mV
- Reported leakage power :: 380 nW
- The final power report lists total power as 202 mW.
- P per Cell Area :: 216 mW/mm^2

** Final timing
- Transition time at the pin with the least slew margin :: 0.916 ns
- Hold is met by 0.245 ns.
- Sum of negative setup slack :: 0 ns
- The max-slew check reports its worst relative slack as 0.387.
- Final setup fails :: 0
- Static timing analysis puts the maximum clock frequency at 87.6 MHz.
- Final period demand of the worst path :: 11.42 ns
- Dividing the final minimum period by the clock period gives 0.788.
- Setup repair after global routing left no endpoint under its margin.
- Worst Slack Setup Final :: 3.08 ns
- For reference, the final report shows the hold violation count at 0.
- Between clock sinks in the finished design, the worst skew comes to 0.0803 ns.
- Final Max-Slew Violation Tally :: 0

** Floorplanning
- The initialized floorplan defines 462 standard-cell rows.
- Initial standard-cell utilization of the core :: 0.502
- The region available for standard cell placement spans 1.58 sq mm.
- Chip Height :: 1260 um
- Boundary pin count :: 275
- The floorplan step defined a die boundary enclosing 1.59 sq mm.
- According to the floorplan report, the die width is 1260 um.

** Place
- Logged for this run, the post-placement worst setup slack is 2.97 ns.
- HPWL after DPL :: 371000 um
- During placement, the flow inserted port buffers numbering 257.
- Routability cong. :: 0.795

** Global routing
- The number of global-route vias before repair is 269000.
- GRT Util Overall :: 0.115
- The initial antenna violation count was 82.
- The first global-routing pass estimated 1420000 um of wire.
- GRT Residual Overflow :: 0
- Pin count of the biggest net entering global routing :: 53

** Run
- MaxCap Viol Count :: 0
- Warnings raised by the tools during the run amount to 28.

** Finish
- The layout has 112000 filler cells.
- Area delta synth->final :: 17.8%
- The layout summary lists the proportion of cells stronger than drive strength 1 as 0.114.

** Outcome
- The flow ran to the end, and the final reports show no timing, DRC or antenna violations.
-- critical path: cells and delay by family --
kind                       cells  cell delay [ns]
xor gates and xnor gates       1             0.33
buffers and inverters          5             1.62
adders and majority gates      5             2.40
AOI/OAI and AO/OA              3             1.01
and+or+nand+nor                2             0.23
-- layout make-up --
type	count	area, sq um	area share
clock buffer	4939	99600	0.106
antenna	61	153	0.000163
tap	21100	26400	0.0282
sequential	38600	773000	0.826
multi-input combinational	1819	18200	0.0194
clock inverter	1114	13600	0.0146
inverter	568	2130	0.00228
timing repair buffer	285	2760	0.00294
-- worst max-delay path by stage --
stage | startpoint | endpoint | slack, ns
finish | kernel_22[6] | pxl_out[14] | 3.08
CTS | kernel_22[6] | pxl_out[14] | 2.91
global route | kernel_22[6] | pxl_out[14] | 2.79
-- cells by family after synthesis --
logic type      Yosys count
compound gates          233
xor+xnor                106
fa+ha+maj               715
buf+inv                 810
flops                 38600
mux                       1
other cells               1
simple gates            746
-- placed cells by master, fill, tap and decap left out, types with 19 or more instances in the layout --
master / netlist / layout
sky130_fd_sc_hd__clkbuf_16: 0 / 3421
sky130_fd_sc_hd__a21oi_1: 79 / 79
sky130_fd_sc_hd__xor2_1: 46 / 46
sky130_fd_sc_hd__inv_6: 0 / 69
sky130_fd_sc_hd__clkdlybuf4s50_1: 0 / 249
sky130_fd_sc_hd__and2_1: 363 / 363
sky130_fd_sc_hd__clkbuf_8: 0 / 830
sky130_fd_sc_hd__a21o_1: 19 / 19
sky130_fd_sc_hd__clkinv_8: 0 / 24
sky130_fd_sc_hd__bufinv_16: 0 / 275
sky130_fd_sc_hd__fa_1: 388 / 388
sky130_fd_sc_hd__clkbuf_1: 66 / 688
sky130_fd_sc_hd__dfxtp_1: 38600 / 38600
sky130_fd_sc_hd__buf_4: 176 / 27
sky130_fd_sc_hd__clkinv_4: 0 / 24
sky130_fd_sc_hd__xnor2_1: 60 / 60
sky130_fd_sc_hd__nor2_1: 53 / 53
sky130_fd_sc_hd__clkinvlp_4: 0 / 86
sky130_fd_sc_hd__diode_2: 0 / 61
sky130_fd_sc_hd__o21ai_0: 53 / 53
sky130_fd_sc_hd__inv_1: 568 / 568
sky130_fd_sc_hd__nand2_1: 257 / 257
sky130_fd_sc_hd__ha_1: 327 / 327
sky130_fd_sc_hd__clkinv_2: 0 / 615
-- power by group --
group          internal, mW  switching, mW
Clock                  52.4           35.7
Sequential              109           1.21
Combinational          1.95           2.28
-- layer usage --
layer	share of wire	track usage	routed length, um	vias up
met5	0.00032	0	273	-
met4	0.037	0.0425	31500	42
met3	0.060	0.0318	51100	2813
met2	0.35	0.131	294000	4166
met1	0.56	0.221	473000	122000
li1	-	-	-	134000
-- stage by stage --
step | cells | util | cell area, sq um
after global placement | 62400 | 0.519 | 822000
after detailed placement | 62400 | 0.519 | 822000
after global routing | 68400 | 0.591 | 936000
final | 68500 | 0.591 | 936000
after CTS | 68400 | 0.591 | 936000
after floorplan | 41200 | - | 795000
No activity file was given, so power comes from the tool's default toggle rates.
